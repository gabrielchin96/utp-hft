**flow/config.mk**
```make
export PLATFORM = sky130hd
export DESIGN_NAME = fix_parser
export DESIGN_NICKNAME = fix_parser
export VERILOG_FILES = /design/flow/design.v
export SDC_FILE = /design/flow/constraint.sdc
export NUM_CORES = 4
export LEC_CHECK = 1
export CORE_AREA = 10 10 99 99
export DIE_AREA = 0 0 109 109
```
**flow/constraint.sdc**
```tcl
current_design fix_parser

set clk_period 2.6
set clk_io_pct 0.2

create_clock -name clk0 -period $clk_period [get_ports {clk}]

set non_clock_inputs [all_inputs -no_clocks]
set_input_delay [expr $clk_period * $clk_io_pct] -clock clk0 $non_clock_inputs
set_output_delay [expr $clk_period * $clk_io_pct] -clock clk0 [all_outputs]
```
**flow/design.v**
```verilog
module bcd2ascii
    (
        input wire [3:0] hex,  
        output reg [7:0] ascii  
    );
    always @ (*)
    begin
        case (hex)
            4'h0: ascii = 8'h30;  
            4'h1: ascii = 8'h31;  
            4'h2: ascii = 8'h32;  
            4'h3: ascii = 8'h33;  
            4'h4: ascii = 8'h34;  
            4'h5: ascii = 8'h35;  
            4'h6: ascii = 8'h36;  
            4'h7: ascii = 8'h37;  
            4'h8: ascii = 8'h38;  
            4'h9: ascii = 8'h39;  
            default: ascii = 8'h3F;  
        endcase
    end
endmodule 
module bin2bcd(
        input      [7:0]    bin,
        output reg [11:0]   bcd
    );
    reg [3:0] i;   
    always @(*)
        begin
            bcd = 0;  
            for (i = 0; i < 8; i = i+1)  
            begin
                bcd = {bcd[10:0],bin[7-i]};  
                if(i < 7 && bcd[3:0] > 4) 
                    bcd[3:0] = bcd[3:0] + 3;
                if(i < 7 && bcd[7:4] > 4)
                    bcd[7:4] = bcd[7:4] + 3;
                if(i < 7 && bcd[11:8] > 4)
                    bcd[11:8] = bcd[11:8] + 3;  
            end
        end                    
endmodule
module fix_checksum
    #(
        parameter   DATA_WIDTH              = 8,
        parameter   CHECKSUM_WIDTH          = 24,
        parameter   MODULO_WIDTH            = 8,
        parameter   ASCII_WIDTH             = 24
    )(
        input                               clk,
        input                               rst,
        input       [DATA_WIDTH-1:0]        data_in,
        output reg  [CHECKSUM_WIDTH-1:0]    checksum,
        output reg                          checksum_valid,
        output reg  [MODULO_WIDTH-1:0]      modulo,
        output reg                          modulo_valid,
        output reg  [ASCII_WIDTH-1:0]       ascii,
        output reg                          ascii_valid,
        output reg  [2:0]                   state
    );
    localparam S_IDLE           = 3'h0;
    localparam S_IDLE_1         = 3'h1;
    localparam S_IDLE_2         = 3'h2;
    localparam S_CHECKSUM       = 3'h3;
    localparam S_CHECKSUM_1     = 3'h4;
    localparam S_CHECKSUM_2     = 3'h5;
    localparam S_MODULO         = 3'h6;
    localparam S_ASCII          = 3'h7;
    reg [DATA_WIDTH-1:0]        temp_data;
    reg [CHECKSUM_WIDTH-1:0]    temp_checksum;
    reg [MODULO_WIDTH-1:0]      temp_modulo;
    wire [11:0] temp_bcd;
    wire [23:0] temp_ascii;
    assign temp_data = data_in;
    assign temp_modulo = checksum_valid? checksum % 256 : 0; 
    always @(posedge clk or posedge rst) begin
        if (rst) begin
            {checksum, checksum_valid}  <= {24'h0, 1'b0};
            {modulo, modulo_valid}      <= {8'h0, 1'b0};
            {ascii, ascii_valid}        <= {24'h0, 1'b0};
            state                       <= S_IDLE;                     
            temp_checksum               <= 24'h0;
        end else begin
            case (state)
                S_IDLE: begin 
                    if (temp_data == 8'h00) begin
                        temp_checksum <= data_in;
                        {checksum_valid, modulo_valid, ascii_valid} <= {1'b0, 1'b0, 1'b0};
                        state <= S_IDLE_1;
                    end
                    else begin
                        temp_checksum <= 24'h0;
                        {checksum_valid, modulo_valid, ascii_valid} <= {1'b0, 1'b0, 1'b0};
                        state <= S_IDLE;
                    end
                end
                S_IDLE_1: begin 
                    if (temp_data == 8'h00) begin
                        temp_checksum <= temp_checksum + data_in;
                        {checksum_valid, modulo_valid, ascii_valid} <= {1'b0, 1'b0, 1'b0};
                        state <= S_IDLE_1;
                    end
                    else if (temp_data == 8'h38) begin
                        temp_checksum <= temp_checksum + data_in;
                        {checksum_valid, modulo_valid, ascii_valid} <= {1'b0, 1'b0, 1'b0};
                        state <= S_IDLE_2;
                    end
                    else begin
                        temp_checksum <= 24'h0;
                        {checksum_valid, modulo_valid, ascii_valid} <= {1'b0, 1'b0, 1'b0};
                        state <= S_IDLE;
                    end
                end
                S_IDLE_2: begin 
                    if (temp_data == 8'h3D) begin
                        temp_checksum <= temp_checksum + data_in;
                        {checksum_valid, modulo_valid, ascii_valid} <= {1'b0, 1'b0, 1'b0};
                        state <= S_CHECKSUM;
                    end
                    else begin
                        temp_checksum <= 24'h0;
                        {checksum_valid, modulo_valid, ascii_valid} <= {1'b0, 1'b0, 1'b0};
                        state <= S_IDLE;
                    end
                end
                S_CHECKSUM: begin
                    if (temp_data == 8'h31) begin
                        temp_checksum <= temp_checksum + data_in;
                        {checksum_valid, modulo_valid, ascii_valid} <= {1'b0, 1'b0, 1'b0};
                        state <= S_CHECKSUM_1;
                    end
                    else begin
                        temp_checksum <= temp_checksum + data_in;
                        {checksum_valid, modulo_valid, ascii_valid} <= {1'b0, 1'b0, 1'b0};
                        state <= S_CHECKSUM;
                    end
                end
                S_CHECKSUM_1: begin
                    if (temp_data == 8'h30) begin
                        temp_checksum <= temp_checksum + data_in;
                        {checksum_valid, modulo_valid, ascii_valid} <= {1'b0, 1'b0, 1'b0};
                        state <= S_CHECKSUM_2;
                    end
                    else begin
                        temp_checksum <= temp_checksum + data_in;
                        {checksum_valid, modulo_valid, ascii_valid} <= {1'b0, 1'b0, 1'b0};
                        state <= S_CHECKSUM;
                    end
                end
                S_CHECKSUM_2: begin
                    if (temp_data == 8'h3D) begin
                        checksum <= temp_checksum - 8'h61;
                        {checksum_valid, modulo_valid, ascii_valid} <= {1'b1, 1'b0, 1'b0};
                        state <= S_MODULO;
                    end
                    else begin
                        temp_checksum <= temp_checksum + data_in;
                        {checksum_valid, modulo_valid, ascii_valid} <= {1'b0, 1'b0, 1'b0};
                        state <= S_CHECKSUM;
                    end
                end
                S_MODULO: begin
                    modulo <= temp_modulo;
                    {checksum_valid, modulo_valid, ascii_valid} <= {1'b0, 1'b1, 1'b0};
                    state <= S_ASCII;
                end
                S_ASCII: begin
                    ascii <= temp_ascii;
                    {checksum_valid, modulo_valid, ascii_valid} <= {1'b0, 1'b0, 1'b1};
                    state <= S_IDLE;
                end
                default: state <= S_IDLE;
            endcase 
        end
    end
    bin2bcd u1_bin2bcd (
        .bin(modulo),
        .bcd(temp_bcd)
    );
    bcd2ascii u1_bcd2ascii (
        .hex(temp_bcd[11:8]),
        .ascii(temp_ascii[23:16])
    );
    bcd2ascii u2_bcd2ascii (
        .hex(temp_bcd[7:4]),
        .ascii(temp_ascii[15:8])
    );
    bcd2ascii u3_bcd2ascii (
        .hex(temp_bcd[3:0]),
        .ascii(temp_ascii[7:0])
    );
endmodule
module fix_parser
    #(
        parameter   DATA_WIDTH              = 8,
        parameter   TAG_WIDTH               = 24,
        parameter   VALUE_WIDTH             = 21*8,
        parameter   CHECKSUM_WIDTH          = 24,
        parameter   MODULO_WIDTH            = 12,
        parameter   ASCII_WIDTH             = 24
    )(
        input                               clk,
        input                               rst,
        input       [DATA_WIDTH-1:0]        data_in,
        output reg  [TAG_WIDTH-1:0]         tag,
        output reg                          tag_valid,
        output reg  [VALUE_WIDTH-1:0]       value,
        output reg                          value_valid,
        output reg  [CHECKSUM_WIDTH-1:0]    checksum,
        output reg                          checksum_valid,
        output reg  [1:0]                   state,
        output reg                          parser_valid,
        output reg                          parser_not_valid,
        output reg  [2:0]                   internal_checksum_state
    );
    localparam S_IDLE     = 2'b00;
    localparam S_TAG      = 2'b01;
    localparam S_VALUE    = 2'b10;
    localparam S_CHECKSUM = 2'b11;
    reg [DATA_WIDTH-1:0]    temp_data;
    reg [TAG_WIDTH-1:0]     temp_tag;
    reg [VALUE_WIDTH-1:0]   temp_value;
    reg [15:0]  i;
    wire [CHECKSUM_WIDTH-1:0]   internal_checksum;
    wire                        internal_checksum_valid;
    wire [MODULO_WIDTH-1:0]     internal_modulo;
    wire                        internal_modulo_valid;
    wire [ASCII_WIDTH-1:0]      internal_ascii;
    wire                        internal_ascii_valid;
    reg [CHECKSUM_WIDTH-1:0]   compare_a;
    reg [ASCII_WIDTH-1:0]      compare_b;
    reg [2:0] comparator_state;
    assign temp_data = data_in;
    always @(posedge clk or posedge rst) begin
        if (rst) begin
            tag             <= 24'h0;
            value           <= 80'h0;
            checksum        <= 24'h0;
            state           <= S_IDLE;
            {tag_valid,value_valid,checksum_valid} <= 3'b000;
        end
        else begin
            case(state)
                S_IDLE: begin  
                    if (temp_data == 8'h00) begin
                        state <= S_TAG;
                    end
                    else begin
                        state <= S_IDLE;
                        {tag_valid,value_valid,checksum_valid} <= 3'b000;
                    end
                end
                S_TAG: begin  
                    if (temp_data == 8'h3D) begin
                        state <= S_VALUE;
                        {tag_valid,value_valid,checksum_valid} <= 3'b100;
                    end
                    else begin
                        state <= S_TAG;
                        {tag_valid,value_valid,checksum_valid} <= 3'b000;
                    end
                end
                S_VALUE: begin  
                    if (tag == 24'h003130) begin
                        state <= S_CHECKSUM;
                        {tag_valid,value_valid,checksum_valid} <= 3'b000; 
                    end
                    else if (temp_data == 8'h01) begin
                        state <= S_TAG;
                        {tag_valid,value_valid,checksum_valid} <= 3'b010;            
                    end
                    else begin
                        state <= S_VALUE;
                        {tag_valid,value_valid,checksum_valid} <= 3'b000;
                    end
                end
                S_CHECKSUM: begin  
                    if (temp_data == 8'h01) begin
                        state <= S_IDLE;
                        {tag_valid,value_valid,checksum_valid} <= 3'b001;
                    end
                    else begin
                        state <= S_CHECKSUM;
                        {tag_valid,value_valid,checksum_valid} <= 3'b000;
                    end
                end
                default: state <= S_IDLE;
            endcase
        end
    end
    always @(posedge clk) begin
        case(state)
            S_IDLE: begin
                {temp_tag, temp_value} <= 0;
                tag             <= 24'h0;
                value           <= 80'h0;
                checksum        <= 24'h0;
            end
            S_TAG: begin
                {temp_tag, temp_value} <= 0;
                tag             <= 24'h0;
                value           <= 80'h0;
                checksum        <= 24'h0;
                temp_tag [TAG_WIDTH-1:0] <= {16'h0, temp_data};
                for (i=1; i<4; i=i+1) begin
                    temp_tag[i*8 +: 8] <= temp_tag[(i-1)*8 +: 8];
                end
                tag <= temp_tag;
            end
            S_VALUE: begin
                {temp_tag, temp_value} <= 0;
                tag             <= 24'h0;
                value           <= 80'h0;
                checksum        <= 24'h0;
                temp_value [VALUE_WIDTH:0] <= {72'h0, temp_data};
                for (i=1; i<(VALUE_WIDTH+1); i=i+1) begin
                    temp_value [i*8 +: 8] <= temp_value [(i-1)*8 +: 8];
                end
                value <= temp_value;
            end
            S_CHECKSUM: begin
                {temp_tag, temp_value} <= 0;
                tag             <= 24'h0;
                value           <= 80'h0;
                checksum        <= 24'h0;
                temp_value [VALUE_WIDTH:0] <= {72'h0, temp_data};
                for (i=1; i<4; i=i+1) begin
                    temp_value [i*8 +: 8] <= temp_value [(i-1)*8 +: 8];
                end
                checksum <= temp_value;
            end
            default: begin
                state <= S_IDLE;
            end
        endcase
    end
    localparam S_COMP_A     = 0;
    localparam S_COMP_B     = 1;
    localparam S_COMP_AeqB  = 2;
    always @(posedge clk or posedge rst) begin
        if (rst==1) begin
            compare_a <= 1'b0;
            compare_b <= 1'b0;
            parser_valid <= 1'b0;
            parser_not_valid <= 1'b0;
            comparator_state <= S_COMP_A;
        end
        else begin
            case (comparator_state) 
                S_COMP_A: begin
                    if (internal_ascii_valid==1'b1) begin
                        compare_a <= internal_ascii;
                        comparator_state <= S_COMP_B;
                    end
                    else begin
                        compare_a <= 1'b0;
                        compare_b <= 1'b0;
                        parser_valid <= 1'b0;
                        parser_not_valid <= 1'b0;
                        comparator_state <= S_COMP_A;
                    end
                end
                S_COMP_B: begin
                    if (checksum_valid==1'b1) begin
                        compare_b <= checksum;
                        comparator_state <= S_COMP_AeqB;
                    end
                    else begin
                        compare_b <= 1'b0;
                        parser_valid <= 1'b0;
                        parser_not_valid <= 1'b0;
                        comparator_state <= S_COMP_B;
                    end
                end
                S_COMP_AeqB: begin
                    if (compare_a==compare_b) begin
                        parser_valid <= 1'b1;
                        parser_not_valid <= 1'b0;
                        comparator_state <= S_COMP_A;
                    end
                    else begin
                        parser_valid <= 1'b0;
                        parser_not_valid <= 1'b1;
                        comparator_state <= S_COMP_A;
                    end
                end
            endcase
        end
    end
    fix_checksum #(
        .DATA_WIDTH(8),
        .CHECKSUM_WIDTH(24),
        .MODULO_WIDTH(12),
        .ASCII_WIDTH(24)
    ) u1_fix_checksum (
        .clk(clk),
        .rst(rst),
        .data_in(data_in),
        .checksum(internal_checksum),
        .checksum_valid(internal_checksum_valid),
        .modulo(internal_modulo),
        .modulo_valid(internal_modulo_valid),
        .ascii(internal_ascii),
        .ascii_valid(internal_ascii_valid),
        .state(internal_checksum_state)
    );
endmodule
```
**flow/run.sh**
```bash
#!/bin/bash
# OpenROAD 26Q1-2900-gdf79404cd8, Yosys 0.63+post, stock flow scripts
make -C /OpenROAD-flow-scripts/flow DESIGN_CONFIG=/design/flow/config.mk WORK_HOME=/design/flow/orfs finish
```
==> metrics.yaml <==
sta:
  period_minus_slack_ns: 2.11
  setup_viol: 0
  hold_viol: 0
  finalWorstSetupSlack_ns: 0.485
  clock_skew_ns: 0.000728
  drv_slew: 0
  rsz0062_at_grt: "no"
  fin_crit_sh: 0.813
  fin_setup_tns_ns: 0
  fmax_ghz: 0.473
placed_design:
  post-place-cells: 370
  place.gp.congestion: 0.724
  port_buffers: 12
  post-dp-hpwl_um: 3660
  dpl_cell_area_sq_um: 1360
  place_ws_ns: 0.260
floorplanning:
  fp_util: 0.253
  num_io_pins: 236
  dieWidth_um: 109
  num_rows: 32
  die_h_um: 109
  die-area_sq_um: 11900
  core_area_sq_um: 7730
status:
  status: "finished clean"
final_layout:
  final_cell_mix: "conb_1, clkdlybuf4s50_1, nand2_1"
  top_register: "u1_fix_checksum.state"
  fin_area_sq_um: 1410
  syn_to_final_growth_pct: -28.2
  layout.cells.most_common: "conb_1"
  layout.cells.non_filler: 374
  largest_registers: "u1_fix_checksum.state (3)"
  largest_reg_flops: 3
  regArea_sq_um: 75.1
  fill_cells: 887
  layout-drive-gt1-share: 0.0294
  mi_logic_area_sq_um: 1030
synth:
  edf_count: 0
  ys_chip_area_sq_um: 1960
  synth_area_sq_um: 1960
  yosys_most_used_dff: "dfrtp_1"
  numSynthFlops: 3
  yosysWarnings: 893
  ys_seq_share: 0.0384
  synth.avg_cell_area_sq_um: 7.58
  async_flop_share: 1.00
  synthDistinctLibCells: 25
  syn_inst: 258
  ys_cells: 258
cts:
  cts_resized: 0
  clk_latency_ns: 0.22
  cts-root-buf: "clkbuf_8"
  hold_buffers: 0
  cts_tree: "built"
  post_cts_buffers: 0
  path_clk_slew_ns: 0.03
  htreeDepth: 1
  cts_buffer_depth: 2
  cts_sinks: 3
  cts_buffers: 3
global_route:
  met1_usage: 0.0410
  grt_max_degree: 11
  grt_pass1_vias: 1006
  grt-busiest-layer: "met2"
  met2_usage: 0.0934
  overflow: 0
  grt.met3_usage: 0.0281
  antenna_found_initial: 0
  track_usage: 0.0473
  grt_pass1_wl_um: 4840
worst_hold_path:
  hp-class: "in2async"
flow_run:
  log.warning_count: 25
  drv_cap: 0
setup_path:
  end_kind: "register"
  critPathArrivalTime_ns: 2.19
  crit_fanout: 5
  crit_type: "in2reg"
  rr_startpoint: "u1_fix_checksum.state[0]$_DFF_PP0_"
  cp-start-kind: "input port"
  required_ns: 2.68
  worstSetupStartpoint: "data_in[1]"
route:
  via_per_inst: 2.40
  drc: 0
  final_antenna_net_count: 0
  num_vias: 896
  dr.pass1.iters: 4
  drtIter0Drc: 22
  antenna_cells: 0
  wl_per_cell_um: 10.3
  routed_wl_um: 3840
pwr:
  irDropWorstVdd_v: 0.0000758
  leakagePower_nw: 0.885
  power_density_nw_per_um2: 164
-- synthesized netlist by cell type (all sizes together) (2+ instances only) --
master	count	area (sq um)
buf	223	1670
nand2	5	18.8
dfrtp	3	75.1
nor2	2	7.51
o21ai	2	10.0
nor4	2	12.5
inv	2	7.51
nor3	2	10.0
nand4	2	12.5
or4	2	20.0
-- worst paths after layout --
check	slack, ns	cells after the start	end
setup reg to reg	1.36	4	u1_fix_checksum.state[0]$_DFF_PP0_
hold / removal	0.48	2	u1_fix_checksum.state[0]$_DFF_PP0_
min in group clk0	0.66	2	u1_fix_checksum.state[2]$_DFF_PP0_
hold reg to reg	0.66	2	u1_fix_checksum.state[2]$_DFF_PP0_
max in group asynchronous	1.99	2	u1_fix_checksum.state[1]$_DFF_PP0_
setup / recovery	0.49	5	u1_fix_checksum.state[0]$_DFF_PP0_
-- routing by layer --
metal,share of wire,wire (um),vias up
li1,-,-,388
met1,0.27,1040,381
met2,0.52,1990,124
met3,0.20,783,3
met4,0.0065,25,0
met5,0,0,-
-- cell type report --
type / count / share of cell area
multi-input combinational: 251 / 0.733
tap: 102 / 0.0908
timing repair buffer: 12 / 0.0855
sequential: 3 / 0.0534
clock buffer: 4 / 0.0321
inverter: 2 / 0.00534
-- per-stage QoR --
| step | hold slack, ns | utilization | total power [mW] |
|---|---|---|---|
| 2_1_floorplan | 0.274 | - | 0.291 |
| 3_3_place_gp | 0.633 | 0.176 | 0.105 |
| 3_5_place_dp | 0.647 | 0.176 | 0.102 |
| 4_1_cts | 0.482 | 0.182 | 0.240 |
| 5_1_grt | 0.506 | 0.182 | 0.259 |
| 6_report | 0.479 | 0.182 | 0.230 |
-- power breakdown --
| part | leakage (nW) | switching [mW] | internal (mW) |
|---|---|---|---|
| Sequential | 0.0419 | 0.000124 | 0.0471 |
| Combinational | 0.821 | 0.0319 | 0.0144 |
| Clock | 0.0228 | 0.0317 | 0.105 |
-- kinds of logic after synthesis --
logic type	share of synthesized area
buffers and inverters	0.861
other	0.00192
AND/OR/NAND/NOR	0.0601
AND-OR/OR-AND	0.0384
flip-flops	0.0384
-- critical path: stages --
cell,delay [ns]
clkdlybuf4s50_1,0.41
or4b_4,0.57
o41a_1,0.37
o21ai_0,0.20
o211ai_1,0.12
Power is estimated from default activity; no workload was simulated.
